--- flow/run.sh ---
#!/bin/bash
# OpenROAD 26Q1-2900-gdf79404cd8, Yosys 0.63+post, stock flow scripts
make -C /OpenROAD-flow-scripts/flow DESIGN_CONFIG=/design/flow/config.mk WORK_HOME=/design/flow/orfs finish
--- flow/config.mk ---
export PLATFORM = sky130hd
export DESIGN_NAME = ALU
export DESIGN_NICKNAME = ALU
export VERILOG_FILES = /design/flow/design.v
export SDC_FILE = /design/flow/constraint.sdc
export NUM_CORES = 4
export LEC_CHECK = 1
export CORE_AREA = 10 10 70 70
export DIE_AREA = 0 0 80 80
--- flow/constraint.sdc ---
current_design ALU

set clk_period 2.4
set clk_io_pct 0.2

create_clock -name clk0 -period $clk_period

set non_clock_inputs [all_inputs -no_clocks]
set_input_delay [expr $clk_period * $clk_io_pct] -clock clk0 $non_clock_inputs
set_output_delay [expr $clk_period * $clk_io_pct] -clock clk0 [all_outputs]
--- flow/design.v ---
module ALU (in1, in2, c, aluout);
input [2:0] in1, in2; 
input [1:0] c; 
output reg [2:0] aluout;
always @ (in1, in2, c)
begin
 case (c)   
	 2'b00:  aluout = in1 + in2;   
	 2'b01:  aluout = in1 - in2;   
	 2'b10:   aluout = in1 & in2;   
	 default:  aluout = in1 ^ in2;  
 endcase end
endmodule  
==> reports/summary.txt <==
# clk buffers: 0
CP required: 1.92 ns
maxcap violations: 0
post-layout period usage: 0.961
Sequential Area: 0 µm²
Final Max Tran Viols: 0
DP HPWL: 527 µm
Port Buf Inserts: 11
RSZ-0062 raised after global routing: false
busiest layer in global routing: met1
crit-path cells: dlygate4sd2_1, nor2b_4, mux2i_2, fa_2, nor2_2, a21oi_1, buf_2
Syn-to-layout area delta: 93.3%
worst-path maximum fanout: 2
die area: 6400 µm²
Critical Path End Type: output port
met1 usage: 0.0311
layout cells sized above 1: 0.385
crit start category: primary input
max_slew headroom: 0.874
Layout fillers: 409
DR vias: 197
power density over the cells: 175 nW/µm²
Residual DRC: 0
Synth top cell by count: ha_1
min-delay worst type: primary input to output port
drt first pass iters: 1
Cell area leaders: ha_1 (30%), xnor3_1 (11%), fa_1 (9.8%)
GP Congestion: 0.662
vias in the first global route: 236
leakage: 0.000182 µW
Rows: 21
drt initial violations: 0
DP Cell Count: 85
Core ar.: 3420 µm²
Die X: 80 µm
Slew @ Worst Pin: 0.186 ns
first-pass GRT wire length: 1040 µm
post-layout min period: 2.31 ns
design area: 397 µm²
OpenROAD warnings: 33
yosys synthesis warning count: 1
Chip Area, Yosys: 205 µm²
synthesized instance count: 24
final core utilization: 0.116
Logic area: 206 µm²
Setup violations, final: 0
Max Fclk: 434 MHz
outcome: complete, no violations
routed len/inst: 7.02 µm
met3 Use GR: 0.0125
Synth area leader: ha_1
FP Util: 0.0601
via/cell ratio: 2.32
Worst VDD drop: 0.0765 mV
worst endpoint data arrival time: 1.83 ns
flip-flops: 0
Max-area cell share: 0.305
Fin. Hold Viols: 0
DIE HEIGHT: 80 µm
mapped cell area: 205 µm²
Final Non-Filler Cells: 85
Setup CP Type: primary input to output port
total global-route track usage: 0.0192
GRT met2 Usage: 0.0201
Top Ports: 11
Routed WL: 597 µm
list of most frequent post-synthesis cells: ha_1 (5), inv_1 (4), a21oi_1 (2), mux2i_1 (2), nor2_1 (2)
total grt overflow: 0
hold_ws: 1.53 ns
Placed Area: 403 µm²
largest net degree at the start of global routing: 6
antenna-violating nets left: 0
cell total in the yosys stat output: 24
ant diodes: 0
Cell Type Count: 14
Worst path slowest cell: fa_2
crit-path max cell delay: 0.47 ns
Setup TNS: 0 ns
syn avg cell area: 8.55 µm²
initial antenna violation count: 0
Synth Seq Share: 0
## final cells by class
cell class	count	share of cell area
Inverter	4	0.0379
Tap cell	46	0.145
Multi-Input combinational cell	20	0.521
Timing Repair Buffer	15	0.297
## final timing paths
path              cells after the start   endpoint  from
setup / recovery                      7  aluout[1]  c[1]
hold / removal                        4  aluout[2]  c[1]
## kinds of logic (layout without fill, tap and decap cells)
group | count (synthesis) | after routing | synth area share
adders and majority gates | 6 | 6 | 0.402
muxes | 3 | 3 | 0.152
and+or+nand+nor | 6 | 6 | 0.146
buffers and inverters | 4 | 19 | 0.0731
AOI/OAI and AO/OA | 3 | 3 | 0.0731
xor gates and xnor gates | 2 | 2 | 0.152
## power breakdown
part | switching, µW | internal, µW
clock network | 0 | 0
registers | 0 | 0
logic | 26.0 | 43.4
## repair_timing
action,CTS,global route
hold buffers,0,0
setup buffers,0,0
resized,18,6
setup endpoints to repair,3,2
pin swaps,4,4
gates cloned,0,0
## worst max-delay path, delay by kind of cell
| kind | cells | cell delay, ns |
|---|---|---|
| AOI/OAI and AO/OA | 1 | 0.04 |
| muxes | 1 | 0.24 |
| buffers and inverters | 2 | 0.38 |
| and+or+nand+nor | 2 | 0.21 |
| adders and majority gates | 1 | 0.47 |
## per-layer routing
| metal | wire [µm] | up-vias |
|---|---|---|
| li1 | - | 109 |
| met3 | 114 | 0 |
| met2 | 139 | 11 |
| met5 | 0 | - |
| met4 | 0 | 0 |
| met1 | 343 | 77 |
## placed cells by master (no fill, tap or decap), drive strengths merged
cell type / count
clkdlybuf4s15: 1
nor2: 3
nand2b: 1
mux2: 1
dlygate4sd2: 2
xnor3: 1
buf: 7
clkdlybuf4s50: 4
fa: 1
clkbuf: 1
o21ai: 1
nor2b: 1
mux2i: 2
ha: 5
xnor2: 1
nand2: 1
inv: 4
a21oi: 2
## per-stage QoR
step                total power [µW]  setup WS, ns
detailed placement              72.3        -0.855
global route                    80.2       0.00358
global placement                70.5        -0.822
floorplan                       29.1         0.281
CTS                             68.7       0.00771
finish                          69.3        0.0933
No activity file was given, so power comes from the tool's default toggle rates.
