==> design.v <==
`timescale 1ns/1ps
module control_unit(
            input clk,
			input wire go,		 
			input wire [1:0] op,	 
			input wire rst,		 
			output reg [1:0] s1, 	 
			output reg [1:0] WA, 	 
			output reg WE,	      	 
			output reg [1:0] RAA, 	 
			output reg [1:0] RAB, 	 
			output reg REA,		 
			output reg REB, 	 
			output reg [1:0] C, 	 
			output reg s2,		 
			output wire [3:0] CS, 	 
			output reg done);	 
	reg [3:0]cs, ns;
	assign CS = cs;  
	localparam s0_IDLE = 4'b0000;
	localparam s1_WRITE1 = 4'b0001;
	localparam	s2_WRITE2 = 4'b0010; 
	localparam	s3_READ = 4'b0011;
	localparam	s4_ADD = 4'b0100;
	localparam	s5_SUB = 4'b0101;
	localparam	s6_AND = 4'b0110;
	localparam	s7_XOR = 4'b0111;
	localparam	s8_OUTPUT = 4'b1000;
	localparam ADD = 2'b11;
	localparam SUB = 2'b10;
	localparam	AND = 2'b01;
	localparam	XOR = 0;
    initial begin
        cs = s0_IDLE;
    end
	always @(posedge clk) begin
	   if(rst == 1)
	       cs <= s0_IDLE;
	    else cs <= ns;
	end
	always @(go, op, cs) begin
		case(cs) 
			s0_IDLE: begin 
			             if(go) ns = s1_WRITE1;
			             else ns = s0_IDLE;
			         end
		    s1_WRITE1: ns = s2_WRITE2;
			s2_WRITE2: ns = s3_READ;
			s3_READ: 
				case(op)
					ADD: ns = s4_ADD;
					SUB: ns = s5_SUB;
					AND: ns = s6_AND;
					XOR: ns = s7_XOR;
					default: ns = s7_XOR;  
				endcase
			s4_ADD: ns = s8_OUTPUT; 
			s5_SUB: ns = s8_OUTPUT;
			s6_AND: ns = s8_OUTPUT;
			s7_XOR:	ns = s8_OUTPUT;
			s8_OUTPUT: ns = s0_IDLE;
			default: ns = cs;	
		endcase
	end
	always @(cs) begin
		case(cs) 
			s0_IDLE: begin s1 = 1; WA = 0; WE = 0; RAA = 0; REA = 0; RAB = 0; REB = 0; C = 0; s2 = 0; done = 0; end
			s1_WRITE1: begin s1 = 3; WA = 1; WE = 1; RAA = 0; REA = 0; RAB = 0; REB = 0; C = 0; s2 = 0; done = 0; end
			s2_WRITE2:  begin s1 = 2; WA = 2; WE = 1; RAA = 0; REA = 0; RAB = 0; REB = 0; C = 0; s2 = 0; done = 0; end
			s3_READ:  begin s1 = 1; WA = 0; WE = 0; RAA = 0; REA = 0; RAB = 0; REB = 0; C = 0; s2 = 0; done = 0; end
			s4_ADD:  begin s1 = 0; WA = 3; WE = 1; RAA = 1; REA = 1; RAB = 2; REB = 1; C = 0; s2 = 0; done = 0; end
			s5_SUB:  begin s1 = 0; WA = 3; WE = 1; RAA = 1; REA = 1; RAB = 2; REB = 1; C = 1; s2 = 0; done = 0; end
			s6_AND:  begin s1 = 0; WA = 3; WE = 1; RAA = 1; REA = 1; RAB = 2; REB = 1; C = 2; s2 = 0; done = 0; end
			s7_XOR:  begin s1 = 0; WA = 3; WE = 1; RAA = 1; REA = 1; RAB = 2; REB = 1; C = 3; s2 = 0; done = 0; end
			s8_OUTPUT:  begin s1 = 1; WA = 0; WE = 0; RAA = 3; REA = 1; RAB = 3; REB = 1; C = 2; s2 = 1; done = 1; end
		endcase
	end
endmodule
==> run.sh <==
#!/bin/bash
# OpenROAD 26Q1-2900-gdf79404cd8, Yosys 0.63+post, stock flow scripts
make -C /OpenROAD-flow-scripts/flow DESIGN_CONFIG=/design/flow/config.mk WORK_HOME=/design/flow/orfs finish
==> config.mk <==
export PLATFORM = sky130hd
export DESIGN_NAME = control_unit
export DESIGN_NICKNAME = control_unit
export VERILOG_FILES = /design/flow/design.v
export SDC_FILE = /design/flow/constraint.sdc
export NUM_CORES = 4
export LEC_CHECK = 1
export CORE_AREA = 10 10 70 70
export DIE_AREA = 0 0 80 80
==> constraint.sdc <==
current_design control_unit

set clk_period 1.7
set clk_io_pct 0.2

create_clock -name clk0 -period $clk_period [get_ports {clk}]

set non_clock_inputs [all_inputs -no_clocks]
set_input_delay [expr $clk_period * $clk_io_pct] -clock clk0 $non_clock_inputs
set_output_delay [expr $clk_period * $clk_io_pct] -clock clk0 [all_outputs]
==> results_slide.txt <==
Synthesis and Place & Route Summary

Floorplan
  • IO Pins: 24
  • Die X: about 80 µm
  • Floorplan utilization: 14.98%
  • Row cnt: 21
  • Core area: roughly 0.0034 mm²
  • Die height: approximately 80 µm
  • Die Area: 0.006400 mm²

CTS
  • Post-CTS Setup Bufs: 0
  • CTS root buf: clkbuf_4
  • Worst-path clk slew: ~40 ps
  • Hold buffers post-CTS: 0
  • H-tree depth: 1
  • Clock tree from TritonCTS: yes
  • CTS max path bufs: 2
  • CTS Buf Count: 3
  • Post-CTS Resized: 0
  • Clock latency (worst-skew pair): around 230 ps

Routing
  • Final WL: 1.266 mm
  • Antenna viol nets, final: 0
  • DR DRC count: 0
  • Violation tally from detailed-route iteration zero: 22
  • DR WL/cell: ~10 µm
  • Detailed-route via count: ~420
  • First-pass detailed-route iteration total: 2
  • Drt via density: 3.407
  • Inserted Diodes: 0

Global route
  • First-pass GRT wire length: around 1.8 mm
  • Busiest grt layer: met1
  • Vias in the first global route: slightly below 400
  • Global routing usage on met2: 4.655%
  • GRT overflow: 0
  • Met3 Use GR: 2.159%
  • Largest net degree at the start of global routing: 15
  • Initial antenna violation count: 0
  • Met1 Use GR: between 4 and 5%
  • GRT Util Overall: around 3.5%

Run status
  • Status: finished clean

Power
  • Maximum vdd drop: ~250 µV
  • PD cells: 427.6 mW/mm²
  • Leakage: around 0.32 nW

Synthesis
  • Post-Syn Area per Cell: approximately 9.5 µm²
  • Post-synth ARST share: 0%
  • Post-synth cell types: 25
  • Main flop type: dlxtn_1
  • Number of synthesis warnings: 1
  • Post-synthesis instance total: 54
  • Post-synth EDFFs: 0
  • Flops out of synthesis: 15
  • # Cells Yosys: 54
  • Synth Cell Area: between 500 and 600 µm²
  • Chip area in the Yosys report: approximately 500 µm²

Worst setup path
  • CP delay by family, top: buffers and inverters
  • Crit-path max FO: 2
  • Crit-path cells: clkdlybuf4s50_1
  • CP Class: reg -> out
  • Largest stage delay, worst path: roughly 470 ps
  • Critical path depth: 1
  • Capturing point of the worst reg2reg path: cs[1]
  • WP buf/inv: 1
  • Worst R2R Path Depth: 4
  • Critical Path Sink: CS[0]
  • CP startpoint: cs[0]
  • FF-to-FF Start: cs[0]
  • CP Capture Type: primary output
  • Worst path arrival time: about 1000 ps
  • Nature of the critical path startpoint: flip-flop
  • CP Data Required Time: about 1400 ps
  • CP max stage cell: clkdlybuf4s50_1
  • FF-to-FF setup slack: 630 ps

Finish
  • Flop area: 245.2 µm²
  • Area delta synth->final: 56.48%
  • Top logic cells by instance count in the layout: 23 x clkdlybuf4s50_1, 11 x dlxtn_1
  • Commonest Layout Cell: clkdlybuf4s50_1
  • Post-route insts no fill: about 120
  • Layout fillers: between 300 and 400
  • Combinational Area: slightly above 200 µm²
  • Fraction of layout cells with a size suffix above 1: between 10 and 15%
  • Fin area: around 800 µm²

Min path
  • Hold WC Path Type: reg -> reg

Run
  • Max-capacitance violation count: 0
  • Tool warnings: 25

Timing
  • # setup viols final: 0
  • Tightest Pin Transition: roughly 570 ps
  • Final TNS setup: 0 ps
  • Register pins left without a clock: 11
  • Final clock skew: between 3 and 4 ps
  • Endpoints left unconstrained: 26
  • Slew margin rel.: between 60% and 70%
  • RSZ-0062 raised after global routing: false
  • Worst setup margin: about 330 ps
  • Final tally of hold violations: 0
  • Slew Viols, Final: 0
  • F_max: roughly 0.73 GHz
  • Min Hold Slack: a little over 600 ps
  • Min Tclk post-route: about 1400 ps
  • Tcrit/Tclk final: 80.74%

Place
  • Dpl hpwl: about 1.0 mm
  • Setup WS pre-CTS: 462.1 ps
  • Post-DP Area: about 800 µm²
  • Inst Count DP: about 120
  • Placer Congestion: around 0.74
  • PortBufs: 23
## worst min-delay path, delay by kind of cell (launching register included)
family                 cells  cell delay, ps
buffers and inverters      1             160
AND/OR/NAND/NOR            1              60
flip-flops                 1             300
AND-OR/OR-AND              1              50
## routing by layer
layer | routed length (µm) | vias up
met5 | 0 | -
met4 | 0 | 0
met3 | 200 | 0
met2 | 498 | 19
met1 | 567 | 179
li1 | - | 221
## logic make-up (layout without fill, tap and decap cells)
family                    after synthesis  after routing  synth area share [%]
latches                                11             11                 32.27
xor gates and xnor gates                1              1                 1.712
buffers and inverters                   9             32                 11.49
AOI/OAI and AO/OA                       9              9                 10.51
DFF                                     4              4                 15.65
and+or+nand+nor                        20             20                 28.36
## where the power goes
part	switching (mW)	internal, mW
Sequential	0.00376	0.112
Clock	0.0367	0.0788
Combinational	0.0521	0.0588
## layout make-up
cell class | count | share of cell area [%]
timing repair buffer | 27 | 32.50
sequential | 15 | 30.62
multi-input combinational | 30 | 25.94
tap | 46 | 7.187
clock buffer | 3 | 2.812
inverter | 2 | 0.9375
## sequential cells by signal, summed over array words and instances, names as in the netlist
name / flops
cs: 4
C: 2
WA: 2
s1: 2
RAA: 1
RAB: 1
REA: 1
WE: 1
done: 1
## worst min path at each step
stage | start | endpoint | slack [ps] | cells past startpoint
global route | cs[2] | cs[2] | 660 | 3
finish | cs[2] | cs[2] | 620 | 3
CTS | cs[2] | cs[2] | 620 | 3
## synthesized netlist by cell type (2+ instances only)
cell type | count | area (µm²)
a21oi_1 | 4 | 20.02
buf_2 | 2 | 10.01
buf_4 | 4 | 30.03
dfxtp_1 | 4 | 80.08
dlxtn_1 | 11 | 165.2
inv_1 | 2 | 7.510
nor2_1 | 4 | 15.01
nor2b_1 | 2 | 12.51
nor3_1 | 2 | 10.01
o21a_1 | 2 | 15.01
or2_1 | 3 | 18.77
## stage by stage
stage	utilization, %	total power [mW]
3_5_place_dp	22.78	0.2288
2_1_floorplan	-	0.1883
4_1_cts	23.44	0.3481
3_3_place_gp	22.78	0.2273
6_report	23.44	0.3424
5_1_grt	23.44	0.3650
Power is estimated from default activity; no workload was simulated.
